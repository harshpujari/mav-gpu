**flow/run.sh**
```bash
#!/bin/bash
# OpenROAD 26Q1-2900-gdf79404cd8, Yosys 0.63+post, stock flow scripts
make -C /OpenROAD-flow-scripts/flow DESIGN_CONFIG=/design/flow/config.mk WORK_HOME=/design/flow/orfs finish
```
**flow/config.mk**
```make
export PLATFORM = sky130hd
export DESIGN_NAME = registers
export DESIGN_NICKNAME = registers
export VERILOG_FILES = /design/flow/design.v
export SDC_FILE = /design/flow/constraint.sdc
export NUM_CORES = 4
export LEC_CHECK = 1
export CORE_UTILIZATION = 50
export SYNTH_HDL_FRONTEND = slang
```
**flow/constraint.sdc**
```tcl
current_design registers

set clk_period 5.0
set clk_io_pct 0.2

create_clock -name clk0 -period $clk_period [get_ports {clock}]

set non_clock_inputs [all_inputs -no_clocks]
set_input_delay [expr $clk_period * $clk_io_pct] -clock clk0 $non_clock_inputs
set_output_delay [expr $clk_period * $clk_io_pct] -clock clk0 [all_outputs]
```
**flow/design.v**
```verilog
`default_nettype none
`timescale 1ns/1ns
module registers #(
    parameter THREADS_PER_BLOCK = 4,
    parameter THREAD_ID = 0,
    parameter DATA_BITS = 8
) (
    input wire clock,                                 
    input wire reset,                                 
    input wire enable,                                
    input wire [7:0] block_id,                         
    input wire [2:0] core_state,                       
    input wire [3:0] decoded_rd_address,               
    input wire [3:0] decoded_rs_address,               
    input wire [3:0] decoded_rt_address,               
    input wire decoded_reg_write_enable,               
    input wire [1:0] decoded_reg_input_selector,       
    input wire [DATA_BITS-1:0] decoded_immediate,      
    input wire [DATA_BITS-1:0] alu_out,                
    input wire [DATA_BITS-1:0] lsu_out,                
    output reg [7:0] rs,                              
    output reg [7:0] rt                               
);
    localparam ARITHMETIC = 2'b00,    
               MEMORY     = 2'b01,    
               CONSTANT   = 2'b10;    
    localparam REQUEST = 3'b011;      
    localparam UPDATE  = 3'b110;      
    reg [7:0] registers [15:0];
    integer i;
    always @(posedge clock) begin
        if (reset) begin
            rs <= 8'b0;
            rt <= 8'b0;
            for (i = 0; i < 13; i = i + 1) begin
                registers[i] <= 8'b0;
            end
            registers[13] <= 8'b0;               
            registers[14] <= THREADS_PER_BLOCK;   
            registers[15] <= THREAD_ID;           
        end else if (enable) begin
            registers[13] <= block_id;
            if (core_state == REQUEST) begin
                rs <= registers[decoded_rs_address];
                rt <= registers[decoded_rt_address];
            end
            if (core_state == UPDATE) begin
                if (decoded_reg_write_enable && decoded_rd_address < 13) begin
                    case (decoded_reg_input_selector)
                        ARITHMETIC: registers[decoded_rd_address] <= alu_out;
                        MEMORY:     registers[decoded_rd_address] <= lsu_out;
                        CONSTANT:   registers[decoded_rd_address] <= decoded_immediate;
                    endcase
                end
            end
        end
    end
endmodule
```
==> metrics.log <==
[flow] summary of implementation run
INFO  metric routed-via-count = 5,172
INFO  metric power_leakage = 3.121 nW
INFO  metric finalWorstPathRequiredPeriod = 3.385 ns
INFO  metric warning_count = 25
INFO  metric detail_route.antenna_diodes = 0
INFO  metric outcome = completed
INFO  metric core_area = 0.01475 mm²
INFO  metric clockRootBuffer = sky130_fd_sc_hd__clkbuf_16
INFO  metric vias_per_cell = 6.239
INFO  metric timing.max_cap.violations = 0
INFO  metric crit_arrival = 3.46 ns
INFO  metric mappedNetlistArea = 0.007682 mm²
INFO  metric hpwlAfterDp = 14.76 mm
INFO  metric fp_util = 52.07%
INFO  metric worst_slew_margin_rel = 38.44%
INFO  metric postCtsResizedCells = 0
INFO  metric tritoncts_clock_tree = yes
INFO  metric ir_drop = 0.2589 mV
INFO  metric flow.area_growth_from_synthesis = 18.79%
INFO  metric final-hold-violation-count = 0
INFO  metric die_height = 126.0 µm
INFO  metric antenna_violations_before_repair = 0
INFO  metric setup-tns-final = 0 ns
INFO  metric drive_above_1_share = 21.55%
INFO  metric flip_flops_with_a_built_in_enable = 128
INFO  metric synth.cellmix.simpleShare = 14.40%
INFO  metric yosysSeqAreaShare = 54.20%
INFO  metric fp.dieW = 126.0 µm
INFO  metric place.gp.congestion = 0.9134
INFO  metric synthesis.area_per_instance = 13.67 µm²
INFO  metric globalRoute.totalOverflow = 0
INFO  metric worstSetupStartpointType = input port
INFO  metric mux_share = 20.73%
INFO  metric floorplan_die_area = 0.01586 mm²
INFO  metric clockBufferDepth = 2
INFO  metric worst_ep_required_time = 5.07 ns
INFO  metric post_synth_inst_count = 562
INFO  metric holdCritPathClass = flip-flop to flip-flop
INFO  metric drt.antenna.violating_nets = 0
INFO  metric yosys-stat-cells = 562
INFO  metric drcViolationCount = 0
INFO  metric wl_per_cell = 24.38 µm
INFO  metric yosys-stat-area = 0.007682 mm²
INFO  metric postCtsSetupRepairBufs = 0
INFO  metric grt_first_pass_wirelength = 30.84 mm
INFO  metric critPathMaxFanout = 18
INFO  metric worstSetupEndpointType = flip-flop
INFO  metric synth.cellmix.compoundShare = 6.889%
INFO  metric detail_route.first_pass.iterations = 5
INFO  metric maximum_number_of_pins_on_one_net_before_global_route_repair = 34
INFO  metric achievable-frequency = 0.2954 GHz
INFO  metric rows = 44
INFO  metric synth.logic.top_family = multiplexers
INFO  metric path_clk_slew = 0.07 ns
INFO  metric ys_async_sr_fraction = 0%
INFO  metric crit_type = input port to flip-flop
INFO  metric synth.cellmix.xorXnorShare = 0%
INFO  metric powerDensity = 334.1 mW/mm²
INFO  metric holdWs = 0.4738 ns
INFO  metric setup_viol = 0
INFO  metric synth.yosys.warnings = 0
INFO  metric ioPinCount = 69
INFO  metric tritoncts.num_buffers = 17
INFO  metric drt_first_iter_violations = 398
INFO  metric hold_buffer_count_at_cts = 0
INFO  metric timing.final.crit_share = 67.70%
INFO  metric worst_slew_pin_slew = 0.9157 ns
INFO  metric first_global_vias = 5,282
INFO  metric yosys.cell_types.count = 46
INFO  metric final_max_slew_viol_count = 0
INFO  metric h-tree-depth = 4
INFO  metric postSynth.topFlopCell = sky130_fd_sc_hd__edfxtp_1
INFO  metric synthAdderAreaFrac = 0%
INFO  metric synth-seq-cells = 144
INFO  metric io_buffers = 68
INFO  metric unrepaired_setup_endpoints_after_global_routing = false
INFO  metric clkSinkCount = 144
INFO  metric clk_latency = 0.42 ns
INFO  metric totalWireLength = 20.21 mm
INFO  metric finalClockSkew = 0.01039 ns
INFO  metric grt_util_all_layers = 29.38%
==> cell families (layout without fill, tap and decap cells) <==
kind of cell           after synthesis  in the layout
AND-OR/OR-AND                       58             58
flip-flops                         144            144
multiplexers                        80             80
other                                2             16
AND/OR/NAND/NOR                    220            220
buffers and inverters               58            127
==> through the flow <==
stage | std cells | setup slack (ns) | total power (W) | cell area [µm²] | utilization, %
floorplan | 576 | 2.339 | 0.001635 | 7735 | -
global route | 829 | 1.419 | 0.003151 | 9126 | 61.86
global placement | 797 | 1.366 | 0.001781 | 8514 | 57.71
finish | 829 | 1.615 | 0.003049 | 9126 | 61.86
CTS | 829 | 1.688 | 0.003066 | 9126 | 61.86
detailed placement | 797 | 1.256 | 0.001785 | 8514 | 57.71
==> sequential cells by signal, summed over array words and instances, names as in the netlist <==
register   flops
rt             8
rs             8
registers    128
==> cells in the final DEF (no fill, tap or decap), types with 9 or more instances in the layout <==
master                            netlist  layout
sky130_fd_sc_hd__conb_1                 2      16
sky130_fd_sc_hd__o211ai_1              13      13
sky130_fd_sc_hd__dfxtp_1               16      16
sky130_fd_sc_hd__nand2_1               28      28
sky130_fd_sc_hd__inv_1                  9       9
sky130_fd_sc_hd__mux4_2                63      63
sky130_fd_sc_hd__clkbuf_16              0      17
sky130_fd_sc_hd__nand3_1               10      10
sky130_fd_sc_hd__nor2_1               110     110
sky130_fd_sc_hd__edfxtp_1             128     128
sky130_fd_sc_hd__nand2b_1              21      21
sky130_fd_sc_hd__buf_4                  5      16
sky130_fd_sc_hd__mux2i_1               14      14
sky130_fd_sc_hd__clkdlybuf4s50_1        0      66
sky130_fd_sc_hd__a22oi_1               14      14
==> worst paths after layout <==
path	startpoint	end	slack (ns)	cells after the start
setup reg to reg	registers[12][1]$_SDFFCE_PN0P_	rt[1]$_SDFFE_PP0P_	3.36	4
hold reg to reg	rs[5]$_SDFFE_PP0P_	rs[5]$_SDFFE_PP0P_	0.47	2
setup / recovery	reset	registers[7][5]$_SDFFCE_PN0P_	1.62	5
hold / removal	rs[5]$_SDFFE_PP0P_	rs[5]$_SDFFE_PP0P_	0.47	2
==> worst max-delay path, stage by stage <==
cell and delay [ns]:
sky130_fd_sc_hd__clkdlybuf4s50_1 0.80, sky130_fd_sc_hd__nand3b_4 0.48, sky130_fd_sc_hd__nor2_4 0.36, sky130_fd_sc_hd__nand4_1 0.38
sky130_fd_sc_hd__nand2b_1 0.43
==> layer usage <==
| layer | global-route usage (%) | vias to the layer above | routed length (µm) |
|---|---|---|---|
| li1 | - | 2306 | - |
| met1 | 45.78 | 2522 | 7937 |
| met2 | 40.98 | 316 | 9152 |
| met3 | 15.41 | 26 | 2602 |
| met4 | 5.103 | 2 | 461 |
| met5 | 2.786 | - | 55 |
==> cell type report <==
class	count	area, µm²
Sequential cell	144	4164
Clock buffer	18	429.2
Clock inverter	14	182.7
Inverter	11	41.29
Timing Repair Buffer	84	790.8
Tap cell	184	230.2
Fill cell	1076	5628
Multi-Input combinational cell	374	3288
==> power by group <==
part           total, W  switching [W]  leakage (nW)  internal (W)
combinational  0.000346       0.000177          1.47      0.000169
clock           0.00129       0.000494         0.293      0.000793
sequential      0.00142      0.0000416          1.36       0.00137
==> cells in the mapped netlist, types with 2 or more instances <==
master / n / area (µm²)
sky130_fd_sc_hd__mux2i_1: 14 / 140.1
sky130_fd_sc_hd__conb_1: 2 / 7.510
sky130_fd_sc_hd__inv_1: 9 / 33.78
sky130_fd_sc_hd__mux2_2: 3 / 33.78
sky130_fd_sc_hd__and3b_1: 4 / 35.03
sky130_fd_sc_hd__a32oi_1: 2 / 17.52
sky130_fd_sc_hd__clkbuf_1: 14 / 52.55
sky130_fd_sc_hd__o41ai_1: 6 / 52.55
sky130_fd_sc_hd__o31ai_1: 2 / 15.01
sky130_fd_sc_hd__nor2_1: 110 / 412.9
sky130_fd_sc_hd__nor4_1: 8 / 50.05
sky130_fd_sc_hd__buf_4: 5 / 37.54
sky130_fd_sc_hd__o211ai_1: 13 / 97.59
sky130_fd_sc_hd__or2_2: 2 / 12.51
sky130_fd_sc_hd__nor2b_1: 4 / 25.02
sky130_fd_sc_hd__and2_1: 8 / 50.05
sky130_fd_sc_hd__a211oi_2: 8 / 100.1
sky130_fd_sc_hd__buf_2: 24 / 120.1
sky130_fd_sc_hd__buf_6: 2 / 22.52
sky130_fd_sc_hd__nand3_1: 10 / 50.05
sky130_fd_sc_hd__or3_1: 5 / 31.28
sky130_fd_sc_hd__nand2_1: 28 / 105.1
sky130_fd_sc_hd__a22oi_1: 14 / 105.1
sky130_fd_sc_hd__dfxtp_1: 16 / 320.3
sky130_fd_sc_hd__nand3b_1: 8 / 60.06
sky130_fd_sc_hd__mux4_2: 63 / 1419
sky130_fd_sc_hd__nor4_2: 2 / 25.02
sky130_fd_sc_hd__a41oi_1: 8 / 70.07
sky130_fd_sc_hd__inv_2: 2 / 7.510
sky130_fd_sc_hd__edfxtp_1: 128 / 3844
sky130_fd_sc_hd__o41ai_2: 2 / 32.53
sky130_fd_sc_hd__nand2b_1: 21 / 131.4
sky130_fd_sc_hd__nand4_1: 2 / 12.51
Power is estimated from default activity; no workload was simulated.
