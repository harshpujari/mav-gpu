===== /design/flow/constraint.sdc =====
current_design decoder

set clk_period 2.4
set clk_io_pct 0.2

create_clock -name clk0 -period $clk_period [get_ports {clock}]

set non_clock_inputs [all_inputs -no_clocks]
set_input_delay [expr $clk_period * $clk_io_pct] -clock clk0 $non_clock_inputs
set_output_delay [expr $clk_period * $clk_io_pct] -clock clk0 [all_outputs]

===== /design/flow/config.mk =====
export PLATFORM = sky130hd
export DESIGN_NAME = decoder
export DESIGN_NICKNAME = decoder
export VERILOG_FILES = /design/flow/design.v
export SDC_FILE = /design/flow/constraint.sdc
export NUM_CORES = 4
export LEC_CHECK = 1
export CORE_AREA = 10 10 86 86
export DIE_AREA = 0 0 96 96
export SYNTH_HDL_FRONTEND = slang

===== /design/flow/design.v =====
`default_nettype none
`timescale 1ns/1ns
module decoder (
    input wire clock,                                    
    input wire reset,                                    
    input wire [2:0] core_state,                          
    input wire [15:0] instruction,                        
    output reg [3:0] decoded_rd_address,                 
    output reg [3:0] decoded_rs_address,                 
    output reg [3:0] decoded_rt_address,                 
    output reg [2:0] decoded_nzp,                        
    output reg [7:0] decoded_immediate,                  
    output reg decoded_reg_write_enable,                 
    output reg decoded_mem_read_enable,                  
    output reg decoded_mem_write_enable,                 
    output reg decoded_nzp_write_enable,                 
    output reg [1:0] decoded_reg_input_selector,         
    output reg [1:0] decoded_alu_arithmetic_selector,    
    output reg decoded_alu_output_selector,              
    output reg decoded_pc_mux,                           
    output reg decoded_ret                               
);
    localparam NOP   = 4'b0000,    
               BRnzp = 4'b0001,    
               CMP   = 4'b0010,    
               ADD   = 4'b0011,    
               SUB   = 4'b0100,    
               MUL   = 4'b0101,    
               DIV   = 4'b0110,    
               LDR   = 4'b0111,    
               STR   = 4'b1000,    
               CONST = 4'b1001,    
               RET   = 4'b1111;    
    localparam REG_SRC_ARITHMETIC = 2'b00,    
               REG_SRC_MEMORY     = 2'b01,    
               REG_SRC_CONSTANT   = 2'b10;    
    localparam ALU_ADD = 2'b00,
               ALU_SUB = 2'b01,
               ALU_MUL = 2'b10,
               ALU_DIV = 2'b11;
    localparam DECODE = 3'b010;    
    always @(posedge clock) begin
        if (reset) begin
            decoded_rd_address            <= 4'b0;
            decoded_rs_address            <= 4'b0;
            decoded_rt_address            <= 4'b0;
            decoded_nzp                   <= 3'b0;
            decoded_immediate             <= 8'b0;
            decoded_reg_write_enable      <= 1'b0;
            decoded_mem_read_enable       <= 1'b0;
            decoded_mem_write_enable      <= 1'b0;
            decoded_nzp_write_enable      <= 1'b0;
            decoded_reg_input_selector    <= 2'b0;
            decoded_alu_arithmetic_selector <= 2'b0;
            decoded_alu_output_selector   <= 1'b0;
            decoded_pc_mux                <= 1'b0;
            decoded_ret                   <= 1'b0;
        end else begin
            if (core_state == DECODE) begin
                decoded_rd_address <= instruction[11:8];    
                decoded_rs_address <= instruction[7:4];     
                decoded_rt_address <= instruction[3:0];     
                decoded_immediate  <= instruction[7:0];     
                decoded_nzp        <= instruction[11:9];    
                decoded_reg_write_enable        <= 1'b0;
                decoded_mem_read_enable         <= 1'b0;
                decoded_mem_write_enable        <= 1'b0;
                decoded_nzp_write_enable        <= 1'b0;
                decoded_reg_input_selector      <= 2'b0;
                decoded_alu_arithmetic_selector <= 2'b0;
                decoded_alu_output_selector     <= 1'b0;
                decoded_pc_mux                  <= 1'b0;
                decoded_ret                     <= 1'b0;
                case (instruction[15:12])
                    NOP: begin
                    end
                    BRnzp: begin
                        decoded_pc_mux <= 1'b1;
                    end
                    CMP: begin
                        decoded_alu_output_selector <= 1'b1;
                        decoded_nzp_write_enable    <= 1'b1;
                    end
                    ADD: begin
                        decoded_reg_write_enable        <= 1'b1;
                        decoded_reg_input_selector      <= REG_SRC_ARITHMETIC;
                        decoded_alu_arithmetic_selector <= ALU_ADD;
                    end
                    SUB: begin
                        decoded_reg_write_enable        <= 1'b1;
                        decoded_reg_input_selector      <= REG_SRC_ARITHMETIC;
                        decoded_alu_arithmetic_selector <= ALU_SUB;
                    end
                    MUL: begin
                        decoded_reg_write_enable        <= 1'b1;
                        decoded_reg_input_selector      <= REG_SRC_ARITHMETIC;
                        decoded_alu_arithmetic_selector <= ALU_MUL;
                    end
                    DIV: begin
                        decoded_reg_write_enable        <= 1'b1;
                        decoded_reg_input_selector      <= REG_SRC_ARITHMETIC;
                        decoded_alu_arithmetic_selector <= ALU_DIV;
                    end
                    LDR: begin
                        decoded_reg_write_enable   <= 1'b1;
                        decoded_reg_input_selector <= REG_SRC_MEMORY;
                        decoded_mem_read_enable    <= 1'b1;
                    end
                    STR: begin
                        decoded_mem_write_enable <= 1'b1;
                    end
                    CONST: begin
                        decoded_reg_write_enable   <= 1'b1;
                        decoded_reg_input_selector <= REG_SRC_CONSTANT;
                    end
                    RET: begin
                        decoded_ret <= 1'b1;
                    end
                endcase
            end
        end
    end
endmodule

===== /design/flow/run.sh =====
#!/bin/bash
# OpenROAD 26Q1-2900-gdf79404cd8, Yosys 0.63+post, stock flow scripts
make -C /OpenROAD-flow-scripts/flow DESIGN_CONFIG=/design/flow/config.mk WORK_HOME=/design/flow/orfs finish

==> impl_results.html <==
<h2>Synthesis and place &amp; route</h2>
<table>
<tr><th>Metric</th><th>Value</th></tr>
<tr><th colspan="2">Worst setup path</th></tr>
<tr><td>Crit Reg-Reg Endpoint</td><td>decoded_rs_address[2]</td></tr>
<tr><td>Source of the worst register-to-register timing path</td><td>decoded_rs_address[2]</td></tr>
<tr><td>Required time worst endpoint</td><td>about 2600 ps</td></tr>
<tr><td>Reg-to-reg slack, setup</td><td>~1800 ps</td></tr>
<tr><td>Worst Reg-to-Reg Cells</td><td>2</td></tr>
<tr><td>Worst setup SP type</td><td>primary input</td></tr>
<tr><td>Crit. End Element</td><td>flop</td></tr>
<tr><td>Arrival time at the worst endpoint</td><td>about 1900 ps</td></tr>
<tr><td>Classification of the worst setup path</td><td>in2reg</td></tr>
<tr><td>Maximum fanout along the worst path</td><td>8</td></tr>
<tr><th colspan="2">Detailed routing</th></tr>
<tr><td>Ant diodes</td><td>0</td></tr>
<tr><td>Remaining routing DRC violations</td><td>0</td></tr>
<tr><td>Number of iterations in the first detailed-routing pass</td><td>3</td></tr>
<tr><td>Total wirelength of the detailed-routed design</td><td>2824 um</td></tr>
<tr><td>Remaining number of nets flagged by the antenna check after routing</td><td>0</td></tr>
<tr><td>Detailed-route vias per instance</td><td>~3.8</td></tr>
<tr><td>Vias post-DR</td><td>between 800 and 900</td></tr>
<tr><td>Routed wire per std cell</td><td>between 10 and 15 um</td></tr>
<tr><td>DRC marker count from the first detailed-route iteration</td><td>14</td></tr>
<tr><th colspan="2">CTS</th></tr>
<tr><td>Number of gates resized after CTS</td><td>0</td></tr>
<tr><td>Post-CTS clock slew at the launch and capture registers of the worst setup and hold paths</td><td>about 80 ps</td></tr>
<tr><td>Clock tree from TritonCTS</td><td>yes</td></tr>
<tr><td>Number of setup buffers added after CTS</td><td>0</td></tr>
<tr><td>Maximum root-to-sink buffer count</td><td>2</td></tr>
<tr><td>Late-Pin Clk Latency</td><td>between 200 and 300 ps</td></tr>
<tr><td>Total of hold buffers inserted after clock tree synthesis</td><td>0</td></tr>
<tr><td>TritonCTS Sinks</td><td>21</td></tr>
<tr><td>Deepest level of the CTS H-tree</td><td>1</td></tr>
<tr><td>CTS root buffer</td><td>sky130_fd_sc_hd__clkbuf_8</td></tr>
<tr><td>Clock buffer count from CTS</td><td>3</td></tr>
<tr><th colspan="2">Placed design</th></tr>
<tr><td>Port-buffer cells</td><td>54</td></tr>
<tr><td>Cell area after placement</td><td>between 0.001 and 0.0015 mm^2</td></tr>
<tr><td>Routability congestion estimate from global placement</td><td>between 0.8 and 0.9</td></tr>
<tr><td>Setup WS pre-CTS</td><td>between 400 and 500 ps</td></tr>
<tr><td>HPWL after detailed placement</td><td>2216 um</td></tr>
<tr><th colspan="2">STA</th></tr>
<tr><td>Final cycle utilization of the critical path</td><td>a little under 70%</td></tr>
<tr><td>Relative max-transition margin</td><td>about 83%</td></tr>
<tr><td>Final-report hold violation count</td><td>0</td></tr>
<tr><td>Maximum achievable frequency</td><td>between 600 and 700 MHz</td></tr>
<tr><td>Final clock skew</td><td>0 ps</td></tr>
<tr><td>Slew of the pin with the lowest slew margin</td><td>around 250 ps</td></tr>
<tr><td>Worst setup margin</td><td>738.4 ps</td></tr>
<tr><td>Shortest clock period the worst path allows after layout</td><td>1662 ps</td></tr>
<tr><td>Final Max-Slew Violation Tally</td><td>0</td></tr>
<tr><td>Setup TNS</td><td>0 ps</td></tr>
<tr><td>Unrepaired setup endpoints after global routing</td><td>no</td></tr>
<tr><td>Final Setup Violations</td><td>0</td></tr>
<tr><th colspan="2">Logic synthesis</th></tr>
<tr><td>Number of instances in the synthesized netlist</td><td>roughly 110</td></tr>
<tr><td>Predominant post-synthesis flop cell</td><td>sky130_fd_sc_hd__dfxtp_1</td></tr>
<tr><td>Netlist area before placement</td><td>903.4 um^2</td></tr>
<tr><td>Async set-or-reset flop fraction in the synthesized netlist</td><td>0%</td></tr>
<tr><td>Distinct cell type count after synthesis</td><td>19</td></tr>
<tr><td>Mean Syn Cell Area</td><td>approximately 8 um^2</td></tr>
<tr><td>Sequential share of the synthesized area</td><td>between 40% and 50%</td></tr>
<tr><td>Synth warnings</td><td>0</td></tr>
<tr><td>Most numerous cell in the Yosys netlist</td><td>sky130_fd_sc_hd__nand2_1</td></tr>
<tr><td>Chip area estimate from yosys synthesis</td><td>about 900 um^2</td></tr>
<tr><td>Top cells by area in the synthesized netlist</td><td>sky130_fd_sc_hd__dfxtp_1 (47%), sky130_fd_sc_hd__nand2_1 (15%), sky130_fd_sc_hd__a21oi_1 (11%)</td></tr>
<tr><td>Area share of the leading cell type in the synthesized netlist</td><td>a little under half</td></tr>
<tr><td>Post-synth EDFFs</td><td>0</td></tr>
<tr><td>Ys cells</td><td>roughly 110</td></tr>
<tr><td>Register bit total from synthesis</td><td>21</td></tr>
<tr><td>Cell types with the highest counts after synthesis</td><td>sky130_fd_sc_hd__nand2_1 (35), sky130_fd_sc_hd__dfxtp_1 (21), sky130_fd_sc_hd__a21oi_1 (20), sky130_fd_sc_hd__buf_4 (13), sky130_fd_sc_hd__clkbuf_1 (5)</td></tr>
<tr><td>Cell type contributing the most total cell area after synthesis</td><td>sky130_fd_sc_hd__dfxtp_1</td></tr>
<tr><th colspan="2">Power</th></tr>
<tr><td>Switching part of the total</td><td>a little under a quarter</td></tr>
<tr><td>Power density over the cells</td><td>about 460 mW/mm^2</td></tr>
<tr><td>Switching power summed over all nets</td><td>0.1581 mW</td></tr>
<tr><td>Comb pwr share</td><td>14.2%</td></tr>
<tr><td>Design internal power</td><td>0.5365 mW</td></tr>
<tr><td>Static leakage</td><td>around 0.49 nW</td></tr>
<tr><td>Clock power frac</td><td>33.7%</td></tr>
<tr><td>Worst vdd ir</td><td>0.2843 mV</td></tr>
<tr><td>Part of the power in registers</td><td>between 50% and 60%</td></tr>
<tr><th colspan="2">Global routing</th></tr>
<tr><td>Remaining Overflow, GRT</td><td>0</td></tr>
<tr><td>Initial antenna violation count</td><td>0</td></tr>
<tr><td>Pin count of the biggest net entering global routing</td><td>22</td></tr>
<tr><td>Number of global-route vias before repair</td><td>between 700 and 800</td></tr>
<tr><td>Wire length of the first global-routing pass</td><td>4160 um</td></tr>
<tr><td>Global router's overall resource usage</td><td>between 5 and 6%</td></tr>
<tr><th colspan="2">Die</th></tr>
<tr><td>Die width</td><td>roughly 96 um</td></tr>
<tr><td>Die Footprint</td><td>between 0.009 and 0.01 mm^2</td></tr>
<tr><td>Number of top-level pins</td><td>55</td></tr>
<tr><td>Placeable core area</td><td>between 0.005 and 0.006 mm^2</td></tr>
<tr><td>Starting density of the core</td><td>16.31%</td></tr>
<tr><td>Die Y-Extent</td><td>around 96 um</td></tr>
<tr><td>Standard-cell rows</td><td>27</td></tr>
<tr><th colspan="2">Flow run</th></tr>
<tr><td>Number of max-cap violations</td><td>0</td></tr>
<tr><td>Log Warnings</td><td>25</td></tr>
<tr><th colspan="2">Finish</th></tr>
<tr><td>Fraction of layout cells with a size suffix above 1</td><td>between 6 and 7%</td></tr>
<tr><td>Post-route cell area</td><td>0.001494 mm^2</td></tr>
<tr><td>Area added between synthesis and finish</td><td>65.37%</td></tr>
<tr><th colspan="2">Hold path</th></tr>
<tr><td>Hold Path Sink</td><td>decoded_mem_write_enable</td></tr>
<tr><td>Count of cells along the worst hold path</td><td>2</td></tr>
<tr><td>Startpoint of the worst hold path</td><td>decoded_mem_write_enable</td></tr>
<tr><td>Kind of path behind the tightest hold check</td><td>reg2reg</td></tr>
<tr><th colspan="2">Outcome</th></tr>
<tr><td>Result of the run</td><td>finished, final reports clean</td></tr>
</table>
-- sequential cells by signal (all words and copies together), names as in the netlist --
signal                           cells
decoded_rs_address                   4
decoded_reg_write_enable             1
decoded_rt_address                   3
decoded_pc_mux                       1
decoded_ret                          1
decoded_rd_address                   4
decoded_immediate                    1
decoded_reg_input_selector           2
decoded_alu_arithmetic_selector      2
decoded_alu_output_selector          1
decoded_mem_write_enable             1
-- worst max-delay path by stage --
stage	slack, ps	depth (start not counted)	start	end
5_1_grt	690	4	instruction[12]	decoded_reg_write_enable
4_1_cts	740	4	instruction[12]	decoded_reg_write_enable
6_report	740	4	instruction[12]	decoded_reg_write_enable
-- metrics by stage --
stage	std cells	total power, mW	hold WS, ps	util (%)
after CTS	228	0.7081	456.1	26.96
after global placement	224	0.4707	440.7	26.13
final	228	0.6947	452.0	26.96
after detailed placement	224	0.4715	443.8	26.13
after floorplan	113	0.4021	411.3	-
after global routing	228	0.7310	473.8	26.96
-- cell type report --
cell class / count / area [um^2]
clock inverter: 1 / 5.005
multi-input combinational: 73 / 366.6
sequential: 21 / 420.4
clock buffer: 3 / 41.29
tap: 72 / 90.09
fill: 607 / 4046
timing repair buffer: 58 / 570.5
-- power groups by stage --
stage	clock [mW]	combinational (mW)	sequential (mW)
after CTS	0.245	0.102	0.362
after global routing	0.258	0.110	0.363
final	0.234	0.0990	0.362
-- routing by layer --
metal,vias up,share of wire [%],global-route usage [%]
met5,-,0,0
met4,0,0.28,0.2457
met3,2,12,2.594
met2,38,41,8.520
met1,381,47,7.655
li1,444,-,-
-- placed cells by master (no fill, tap or decap), types with 2 or more instances in the layout --
cell type and count:
sky130_fd_sc_hd__nand4b_1 2, sky130_fd_sc_hd__clkbuf_8 3, sky130_fd_sc_hd__or3b_1 2, sky130_fd_sc_hd__nor2b_1 2, sky130_fd_sc_hd__a21oi_1 20, sky130_fd_sc_hd__nand3_1 3
sky130_fd_sc_hd__nand2_1 35, sky130_fd_sc_hd__dfxtp_1 21, sky130_fd_sc_hd__clkdlybuf4s50_1 54, sky130_fd_sc_hd__buf_4 4
-- worst max-delay path: stages --
cell	delay, ps
sky130_fd_sc_hd__clkdlybuf4s50_1	580
sky130_fd_sc_hd__or3b_1	370
sky130_fd_sc_hd__a221o_1	310
sky130_fd_sc_hd__a21oi_2	120
-- cell families (layout without fill, tap and decap cells) --
kind of cell           Yosys count  after routing  share of synthesized area (%)
AND/OR/NAND/NOR                 50             50                          25.90
XOR/XNOR                         1              1                         0.9697
buffers and inverters           19             62                          13.43
flip-flops                      21             21                          46.54
AND-OR/OR-AND                   22             22                          13.16
Power figures rest on the tool's default switching activity, not on a simulated workload.
