==> flow/run.sh <==
#!/bin/bash
# OpenROAD 26Q1-2900-gdf79404cd8, Yosys 0.63+post, stock flow scripts
make -C /OpenROAD-flow-scripts/flow DESIGN_CONFIG=/design/flow/config.mk WORK_HOME=/design/flow/orfs finish
==> flow/config.mk <==
export PLATFORM = sky130hd
export DESIGN_NAME = pc
export DESIGN_NICKNAME = pc
export VERILOG_FILES = /design/flow/design.v
export SDC_FILE = /design/flow/constraint.sdc
export NUM_CORES = 4
export LEC_CHECK = 1
export CORE_AREA = 10 10 85 85
export DIE_AREA = 0 0 95 95
export SYNTH_HDL_FRONTEND = slang
==> flow/constraint.sdc <==
current_design pc

set clk_period 1.8
set clk_io_pct 0.2

create_clock -name clk0 -period $clk_period [get_ports {clock}]

set non_clock_inputs [all_inputs -no_clocks]
set_input_delay [expr $clk_period * $clk_io_pct] -clock clk0 $non_clock_inputs
set_output_delay [expr $clk_period * $clk_io_pct] -clock clk0 [all_outputs]
==> flow/design.v <==
`default_nettype none
`timescale 1ns/1ns
module pc #(
    parameter DATA_BITS             = 8,
    parameter PROGRAM_MEM_ADDR_BITS = 8
) (
    input wire clock,                                       
    input wire reset,                                       
    input wire enable,                                      
    input wire [2:0] core_state,                            
    input wire [2:0] decoded_nzp,                           
    input wire [DATA_BITS-1:0] decoded_immediate,           
    input wire decoded_nzp_write_enable,                    
    input wire decoded_pc_mux,                              
    input wire [DATA_BITS-1:0] alu_out,
    input  wire [PROGRAM_MEM_ADDR_BITS-1:0] current_pc,
    output reg  [PROGRAM_MEM_ADDR_BITS-1:0] next_pc
);
    localparam EXECUTE = 3'b101;
    localparam UPDATE  = 3'b110;
    reg [2:0] nzp;
    always @(posedge clock) begin
        if (reset) begin
            nzp     <= 3'b000;
            next_pc <= {PROGRAM_MEM_ADDR_BITS{1'b0}};
        end else if (enable) begin
            if (core_state == EXECUTE) begin
                if (decoded_pc_mux) begin
                    if ((nzp & decoded_nzp) != 3'b000)
                        next_pc <= decoded_immediate;
                    else
                        next_pc <= current_pc + 1;
                end else begin
                    next_pc <= current_pc + 1;
                end
            end
            if (core_state == UPDATE) begin
                if (decoded_nzp_write_enable) begin
                    nzp <= alu_out[2:0];
                end
            end
        end
    end
endmodule
==> out/qor.yml <==
cts_buffers: 3
period_needed_ps: 1650
ys_sh_xor: 0.0711
dpl.hpwl_um: 1990
grt.overflow.total: 0
dr.pass1.iters: 4
initial_core_util: 0.112
slew_headroom: 0.791
critical_path_class: "input pin to flip-flop"
path_max_fanout: 6
cap_violations: 0
hp-class: "flip-flop to flip-flop"
io_buffers: 37
worstHoldStart: "next_pc[2]"
r2r_slack_ps: 400
r2r_cells: 5
cp.required_ps: 1930
synth_cell_type_count: 30
setup_viol: 0
vias: 666
compound_area_frac: 0.197
drive_gt1_frac: 0.0901
whs_ps: 459
total_leakage_power_nw: 0.394
grt_pass1_vias: 698
groute.usage.overall: 0.0484
rows: 27
viasPerCell: 3.64
routabilityCongestion: 0.772
drt_wl_total_um: 2300
io_pins: 43
status: "finished, final reports clean"
tightest_slew_ps: 312
peakVddDrop_mv: 0.127
yosysWarnings: 0
die_y_um: 95
ys_cells: 70
netlist_instances: 70
max_freq_mhz: 607
cts_num_sinks: 11
slew_viol_final: 0
synth.mux.area_fraction: 0.0488
path_cells: "clkdlybuf4s50_1, a222oi_1, buf_4, or2b_2, o21a_1, a22o_1"
worst_setup_path_start_kind: "input pin"
synth_area_sq_um: 616
antenna_found_initial: 0
slowest_delay_ps: 460
ys_area_sq_um: 616
cts_hold_buf: 0
finalCritPeriodShare: 0.915
grt_pass1_wl_um: 3460
cts_setup_buffers: 0
mostFrequentLayoutCells: "clkdlybuf4s50_1, dfxtp_1, nor2_1, nand2_1"
clkTransAtPathRegs_ps: 50
yosysTopAreaCellShare: 0.358
fp.coreArea_sq_um: 5470
hold_viol: 0
diodes: 0
reg2reg_to: "next_pc[3]"
postSynthAreaPerCell_sq_um: 8.79
clockRootBuffer: "clkbuf_8"
tritoncts: "built"
hold-path-endpoint: "next_pc[2]"
area_growth_pct: 83.9
dieWidth_um: 95
place_area_sq_um: 1080
simple_gate_area_frac: 0.283
clock_path_buffers: 2
grt_setup_unrepaired: "no"
drc: 0
critPathBufInv: 2
power_per_cell_area_nw_per_um2: 549
logic_family: "simple AND/OR/NAND/NOR gates"
ys_sh_adder: 0.0203
worst_setup_path_end_kind: "flip-flop"
lay_top_count: "clkdlybuf4s50_1"
holdPathStages: 2
design_area_sq_um: 1130
n_fill_cell: 624
warning_count: 30
cp_top_family: "buffers and inverters"
area_leaders: "dfxtp_1, nor2_1, mux2i_1"
skew_ps: 3.64
crit_path_top_delay_cell: "clkdlybuf4s50_1"
grt_max_degree: 9
dieArea_sq_um: 9030
setup_tns_ps: 0
top_area_cell: "dfxtp_1"
insertion_delay_ps: 240
worstPathArrival_ps: 1770
timing.rr.start: "nzp[0]"
wl_per_cell_um: 12.6
antenna_left: 0
cts_max_level: 1
dr.first_iter.drc_count: 21
finalPower_uw: 622
ys_seq_share: 0.358
ys_ff: 11
## cell type report
cell class / instances / area, sq um / area share
clock buffer: 4 / 45.0 / 0.0398
multi-input combinational: 56 / 384 / 0.339
tap: 72 / 90.1 / 0.0796
timing repair buffer: 40 / 393 / 0.347
sequential: 11 / 220 / 0.194
## synthesized netlist by cell type
cell type / count
clkbuf_2: 1
nand3b_1: 1
nand2b_1: 3
a32oi_1: 1
nand4_1: 2
and4_1: 1
a311oi_2: 2
a222oi_1: 1
nand2_1: 8
xnor2_1: 2
clkbuf_1: 1
a31oi_1: 1
ha_1: 1
o221ai_1: 2
o211ai_1: 1
nor2b_1: 2
and4b_1: 1
a22o_1: 1
buf_2: 1
nand3_1: 1
a21oi_1: 1
nand4b_1: 3
mux2i_1: 3
nor2_1: 9
o21ai_0: 3
o21a_1: 1
xor2_1: 3
dfxtp_1: 11
or2b_2: 1
o21ai_1: 1
## layer usage
layer,vias up,wire length [um],GRT usage
met5,-,0,0
met4,0,21,0.00873
met3,2,240,0.0216
met2,22,1000,0.0732
met1,300,1040,0.0629
li1,342,-,-
## registers in the layout, indices dropped and copies added, names as in the netlist
name and count:
nzp 3, next_pc 8
## through the flow
step | worst slack [ps] | utilization | std cells
2_1_floorplan | 435 | - | 70
3_3_place_gp | -172 | 0.198 | 179
3_5_place_dp | -185 | 0.198 | 179
4_1_cts | 66.6 | 0.206 | 183
5_1_grt | 55.2 | 0.207 | 183
6_report | 154 | 0.207 | 183
## power breakdown
part | total (mW) | internal [mW] | leakage [nW] | switching (mW)
sequential | 0.252 | 0.250 | 0.0890 | 0.00288
combinational | 0.123 | 0.0837 | 0.282 | 0.0397
clock | 0.246 | 0.155 | 0.0228 | 0.0906
## tightest hold or removal path, delay by kind of cell, from the launching register on
kind / cells / cell delay [ps]
and+or+nand+nor: 1 / 50
AOI/OAI and AO/OA: 1 / 60
DFF: 1 / 300
## worst max-delay path by stage
stage / from / end / cells past startpoint
CTS: decoded_nzp[0] / next_pc[0] / 6
finish: decoded_nzp[0] / next_pc[3] / 6
global route: decoded_nzp[0] / next_pc[6] / 6
## cells by family (layout without fill, tap and decap cells)
| family | Yosys count | in the layout |
|---|---|---|
| simple gates | 32 | 32 |
| compound gates | 15 | 15 |
| flops | 11 | 11 |
| xor+xnor | 5 | 5 |
| mux | 3 | 3 |
| buf+inv | 3 | 44 |
| fa+ha+maj | 1 | 1 |
## timing repair
action,4_1_cts,5_1_grt
hold endpoints to repair,0,0
gates resized,0,1
endpoints found under the setup margin,0,3
Power is estimated from default activity; no workload was simulated.
